==> flow/design.v <==
module ethernet_init (
    input  wire        clk,
    input  wire        rst_n,
    output reg  [31:0] m_axi_awaddr,
    output reg         m_axi_awvalid,
    input  wire        m_axi_awready,
    output reg  [31:0] m_axi_wdata,
    output reg  [3:0]  m_axi_wstrb,
    output reg         m_axi_wvalid,
    input  wire        m_axi_wready,
    input  wire [1:0]  m_axi_bresp,
    input  wire        m_axi_bvalid,
    output reg         m_axi_bready,
    output wire [31:0] m_axi_araddr,
    output wire        m_axi_arvalid,
    input  wire        m_axi_arready,
    input  wire [31:0] m_axi_rdata,
    input  wire [1:0]  m_axi_rresp,
    input  wire        m_axi_rvalid,
    output wire        m_axi_rready
);
    localparam ADDR_RCW1 = 32'h0000_0404;  
    localparam ADDR_TCW  = 32'h0000_0408;  
    localparam CMD_ENABLE = 32'h1000_0010;
    localparam S_IDLE       = 0;
    localparam S_WRITE_RX_A = 1;  
    localparam S_WRITE_RX_D = 2;  
    localparam S_RESP_RX    = 3;  
    localparam S_WRITE_TX_A = 4;  
    localparam S_WRITE_TX_D = 5;  
    localparam S_RESP_TX    = 6;  
    localparam S_DONE       = 7;
    reg [2:0] state;
    assign m_axi_araddr  = 0;
    assign m_axi_arvalid = 0;
    assign m_axi_rready  = 0;
    always @(*) m_axi_wstrb = 4'b1111;
    always @(posedge clk or negedge rst_n) begin
        if (!rst_n) begin
            state <= S_IDLE;
            m_axi_awvalid <= 0;
            m_axi_wvalid  <= 0;
            m_axi_bready  <= 0;
            m_axi_awaddr  <= 0;
            m_axi_wdata   <= 0;
        end else begin
            case (state)
                S_IDLE: begin
                    state <= S_WRITE_RX_A;
                end
                S_WRITE_RX_A: begin
                    m_axi_awaddr  <= ADDR_RCW1;
                    m_axi_awvalid <= 1;
                    if (m_axi_awvalid && m_axi_awready) begin
                        m_axi_awvalid <= 0;
                        state <= S_WRITE_RX_D;
                    end
                end
                S_WRITE_RX_D: begin
                    m_axi_wdata  <= CMD_ENABLE;
                    m_axi_wvalid <= 1;
                    if (m_axi_wvalid && m_axi_wready) begin
                        m_axi_wvalid <= 0;
                        m_axi_bready <= 1;  
                        state <= S_RESP_RX;
                    end
                end
                S_RESP_RX: begin
                    if (m_axi_bvalid) begin
                        m_axi_bready <= 0;
                        state <= S_WRITE_TX_A;
                    end
                end
                S_WRITE_TX_A: begin
                    m_axi_awaddr  <= ADDR_TCW;
                    m_axi_awvalid <= 1;
                    if (m_axi_awvalid && m_axi_awready) begin
                        m_axi_awvalid <= 0;
                        state <= S_WRITE_TX_D;
                    end
                end
                S_WRITE_TX_D: begin
                    m_axi_wdata  <= CMD_ENABLE;
                    m_axi_wvalid <= 1;
                    if (m_axi_wvalid && m_axi_wready) begin
                        m_axi_wvalid <= 0;
                        m_axi_bready <= 1;
                        state <= S_RESP_TX;
                    end
                end
                S_RESP_TX: begin
                    if (m_axi_bvalid) begin
                        m_axi_bready <= 0;
                        state <= S_DONE;
                    end
                end
                S_DONE: begin
                end
            endcase
        end
    end
endmodule
==> flow/run.sh <==
#!/bin/bash
# OpenROAD 26Q1-2900-gdf79404cd8, Yosys 0.63+post, stock flow scripts
make -C /OpenROAD-flow-scripts/flow DESIGN_CONFIG=/design/flow/config.mk WORK_HOME=/design/flow/orfs finish
==> flow/config.mk <==
export PLATFORM = sky130hd
export DESIGN_NAME = ethernet_init
export DESIGN_NICKNAME = ethernet_init
export VERILOG_FILES = /design/flow/design.v
export SDC_FILE = /design/flow/constraint.sdc
export NUM_CORES = 4
export LEC_CHECK = 1
export CORE_AREA = 10 10 72 72
export DIE_AREA = 0 0 82 82
==> flow/constraint.sdc <==
current_design ethernet_init

set clk_period 2.1
set clk_io_pct 0.2

create_clock -name clk0 -period $clk_period [get_ports {clk}]

set non_clock_inputs [all_inputs -no_clocks]
set_input_delay [expr $clk_period * $clk_io_pct] -clock clk0 $non_clock_inputs
set_output_delay [expr $clk_period * $clk_io_pct] -clock clk0 [all_outputs]
==> job_summary.md <==
## PnR job results

| Metric | Value |
|---|---|
| Total number of vias | `610` |
| Fp util | `34.2%` |
| Actual slew at the worst max-slew pin | `0.617 ns` |
| Core ar. | `3690 um^2` |
| Static Leakage | `0.619 nW` |
| Pin count of the biggest net entering global routing | `15` |
| Synth area leaders | `buf_4, dfrtp_1, dfstp_2` |
| Min Tclk post-route | `1.53 ns` |
| CTS Buf Count | `3` |
| Max cap viols | `0` |
| Fin. Hold Viols | `0` |
| Cell count along the critical path | `1` |
| Synthesized area | `1260 um^2` |
| Crit-path cells | `clkdlybuf4s50_1` |
| Post-route clock period utilization | `72.8%` |
| Max Root-Sink Buffers | `2` |
| TritonCTS clock tree | `built` |
| WP buf/inv | `1` |
| Htree depth | `1` |
| Total congestion overflow | `0` |
| CP max FO | `4` |
| DP Area | `1070 um^2` |
| Peak supply drop | `0.349 mV` |
| Die Width | `82 um` |
| Initial antenna violation count | `0` |
| Iteration-0 DRC Markers | `21` |
| Layout cell share with drive strength beyond 1 | `5.23%` |
| WL per Instance | `11.0 um` |
| Post-route DRC | `0` |
| Biggest area consumer among synthesized cells | `buf_4` |
| # port buffers | `12` |
| Vias in the first global route | `713` |
| R2r worst-path depth | `2` |
| Arr. time, crit path | `1.11 ns` |
| Die extent in y | `82 um` |
| RSZ-0062 raised after global routing | `no` |
| Worst Hold Class | `reg -> reg` |
| PD cells | `828 nW/um^2` |
| Dpl hpwl | `1950 um` |
| # Cells Yosys | `139` |
| Average size of a mapped cell | `9.07 um^2` |
| Chip Area, Yosys | `1260 um^2` |
| Post-synth seq share | `27.9%` |
| Outcome | `completed` |
| Post-CTS setup buffers | `0` |
| Antenna Cells | `0` |
| Die area | `6720 um^2` |
| Max-slew violation count | `0` |
| Reg clk slew, reported paths | `0.05 ns` |
| CP delay by family, top | `buffers and inverters` |
| Final setup fails | `0` |
| Hold_ws | `0.464 ns` |
| CP Capture Type | `output port` |
| Fill count | `404` |
| Critical-path top delay cell | `clkdlybuf4s50_1` |
| Yosys top cell area share | `58.3%` |
| Flops after synth | `14` |
| Setup TNS | `0 ns` |
| Cell Type Count | `19` |
| First-pass GRT wire length | `3090 um` |
| Via density per instance | `3.03` |
| Late-Pin Clk Latency | `0.24 ns` |
| Total routed wirelength | `2210 um` |
| Synth warn | `1` |
| Register area | `352 um^2` |
| Total iterations of the first detailed-routing run | `3` |
| Clock Skews | `0.00547 ns` |
| Tot Pwr | `0.928 mW` |
| Gp weighted congestion | `0.742` |
| Cells after Synth | `139` |
| Antenna Nets Post-Route | `0` |
| Gate Area | `523 um^2` |
| Relative slew slack | `58.7%` |
| Hold-fix buffers, CTS | `0` |
| Max incr delay on CP | `0.49 ns` |
| Crit path kind | `reg -> out` |
| Ports | `148` |
| Rows | `22` |
| Post-cts sizing count | `0` |
| Log Warnings | `63` |
| Crit path DRT | `1.68 ns` |
| Root Driver | `clkbuf_8` |
| All-layer global routing usage | `5.61%` |
| Layout Cell Area excl Fill | `1120 um^2` |
| CP startpoint kind | `flop` |
| FMAX | `654 MHz` |
| CTS sink count | `14` |
| Hold Crit Depth | `1` |
| Final std cells w/o fill | `201` |
| Cell Count Post-Placement | `197` |
| P&R area growth vs syn | `-11.1%` |
routing by layer:
layer	routed length [um]	GRT usage, %	up-vias	part of all wire, %
li1	-	-	271	-
met1	890	6.82	275	40
met2	1030	9.64	62	47
met3	277	2.20	2	13
met4	11	0.340	0	0.50
met5	0	0	-	0
area by class of cell:
class                           count  area share [%]
Sequential cell                    14            31.4
Inverter                            3            1.00
Timing Repair Buffer               12            10.7
Tap cell                           48            5.36
Multi-Input combinational cell    120            46.7
Clock buffer                        4            4.91
logic make-up (layout without fill, tap and decap cells):
group	after synthesis	after routing	share of synthesized area (%)
AND-OR/OR-AND	10	10	6.35
buffers and inverters	101	19	59.2
flip-flops	14	14	27.9
multiplexers	2	2	1.79
other	2	98	0.595
AND/OR/NAND/NOR	10	10	4.17
Yosys cell counts (all sizes together):
cell type,number
o21ai,2
a22o,1
or3,2
inv,3
and2,1
dfrtp,13
o2bb2ai,2
nor2,4
a21o,2
buf,98
nand2,3
conb,2
dfstp,1
a32o,2
o21bai,1
mux2,2
worst paths after layout:
kind | slack (ns) | to | from
min in group asynchronous | 0.57 | m_axi_wdata[4] | rst_n
max | 0.57 | m_axi_awvalid | m_axi_awvalid
max reg2reg | 1.08 | m_axi_awvalid | state[1]
min reg2reg | 0.46 | m_axi_awaddr[10] | m_axi_awaddr[10]
max in group asynchronous | 1.13 | m_axi_awaddr[3] | rst_n
min | 0.46 | m_axi_awaddr[10] | m_axi_awaddr[10]
registers in the layout, indices dropped and copies added, names as in the netlist:
signal / count
m_axi_awaddr: 3
m_axi_awvalid: 1
m_axi_bready: 1
m_axi_wdata: 1
m_axi_wvalid: 1
state: 7
per-stage QoR:
step	util, %	worst slack (ns)
finish	30.4	0.571
global route	30.4	0.504
CTS	30.4	0.555
detailed placement	28.9	0.611
global placement	28.9	0.614
floorplan	-	1.13
report_power, final:
group / internal, mW / switching (mW) / leakage [nW]
Combinational: 0.153 / 0.0865 / 0.435
Sequential: 0.358 / 0.0780 / 0.156
Clock: 0.166 / 0.0863 / 0.0288
Total: 0.677 / 0.251 / 0.619
cell usage in the layout, fill, tap and decap left out:
cell / n
a21o_1: 1
a21o_2: 1
a22o_1: 1
a32o_1: 2
and2_1: 1
clkbuf_8: 4
clkdlybuf4s50_1: 12
conb_1: 98
dfrtp_1: 13
dfstp_2: 1
inv_1: 3
mux2_1: 1
mux2_2: 1
nand2_1: 3
nor2_1: 3
nor2_4: 1
o21ai_0: 2
o21bai_1: 1
o2bb2ai_1: 2
or3_1: 2
Power and IR drop assume default switching activity.
