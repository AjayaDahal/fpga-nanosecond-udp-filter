[design.v]
module book_builder (
    input wire          clk,
    input wire          rst_n,
    input wire [31:0]   s_tick_price,    
    input wire [31:0]   s_tick_qty,      
    input wire          s_tick_is_buy,   
    input wire          s_tick_valid,    
    output reg [31:0]   best_bid,        
    output reg [31:0]   best_ask,        
    output reg          bbo_updated      
);
    (* ram_style = "block" *) reg [31:0] order_log [0:1023]; 
    reg [9:0] log_ptr;
    always @(posedge clk or negedge rst_n) begin
        if (!rst_n) begin
            best_bid    <= 32'd0;            
            best_ask    <= 32'hFFFFFFFF;     
            bbo_updated <= 0;
            log_ptr     <= 0;
        end else begin
            bbo_updated <= 0;  
            if (s_tick_valid) begin
                if (s_tick_price > 0) begin
                    order_log[log_ptr] <= {s_tick_is_buy, s_tick_price[30:0]};
                    log_ptr            <= log_ptr + 1;
                    if (s_tick_is_buy) begin
                        if (s_tick_price > best_bid) begin
                            best_bid    <= s_tick_price;
                            bbo_updated <= 1;
                        end
                    end else begin
                        if (s_tick_price < best_ask) begin
                            best_ask    <= s_tick_price;
                            bbo_updated <= 1;
                        end
                    end
                end
             end
        end
    end
endmodule
`timescale 1ns / 1ps
module packet_parser (
    input  wire        clk,
    input  wire        rst_n,
    input  wire [31:0] s_axis_tdata,
    input  wire        s_axis_tvalid,
    output reg         s_axis_tready,
    output reg  [31:0] m_axis_tdata,
    output reg         m_axis_tvalid,
    output reg         m_axis_tlast,
    output reg         m_axis_tuser,  
    input  wire        m_axis_tready
);
    localparam S_SEARCH_AA55 = 0;
    localparam S_GET_LENGTH = 1;
    localparam S_STREAM_PAYLOAD = 2;
    reg [1:0]       state;
    reg [7:0]  calc_checksum;  
    reg [31:0] prev_data;
    reg [7:0] bytes_left;
    reg [7:0] length;
    reg [0:0] middle_of_byte;
   always @(posedge clk or negedge rst_n) begin
        if (!rst_n) begin
            state <= S_SEARCH_AA55;
            s_axis_tready <= 0;
            m_axis_tvalid <= 0;
            bytes_left [7:0] <= 8'b100;
            middle_of_byte <= 0;
            length <= 0;
            prev_data[31:0] <= 32'b0;
            m_axis_tdata[31:0] <= 32'b0;
            m_axis_tlast <= 0;
        end else begin
            s_axis_tready <= m_axis_tready;
            if (s_axis_tvalid && s_axis_tready || length >= 0) begin
                    m_axis_tvalid <= 0;
                    case (state)
                    S_SEARCH_AA55: begin
                        if (s_axis_tdata[31:16] == 16'h55AA) begin
                            m_axis_tvalid <= 0;
                            m_axis_tdata[31:0] <= 32'b0;
                            state <= S_GET_LENGTH;
                        end
                    end
                    S_GET_LENGTH: begin
                        length[7:0] <= s_axis_tdata[7:0];
                        m_axis_tdata[31:0] <= {s_axis_tdata[31:8], 8'b0};
                        m_axis_tvalid <= 1;
                        state <= S_STREAM_PAYLOAD;
                    end
                    S_STREAM_PAYLOAD: begin
                        m_axis_tvalid <= 1;                        
                        if (length[7:0] <= 8'h5) begin
                            m_axis_tlast <= 1;
                            length[7:0] <= 8'b0;
                            state <= S_SEARCH_AA55;
                             m_axis_tdata[31:0]  <= {16'b0, s_axis_tdata[15:0]};
                        end else begin
                            m_axis_tlast <= 0;
                             m_axis_tdata[31:0]  <= s_axis_tdata[31:0];
                            length <= length - 8'h4;
                        end
                    end
                endcase
            end
        end
    end
endmodule
module parser_shim (
    input wire          clk,
    input wire          rst_n,
    input wire [31:0]   s_axis_tdata,   
    input wire          s_axis_tvalid,
    input wire          s_axis_tlast,
    output wire         s_axis_tready,
    output reg [31:0]   m_tick_price,
    output reg [31:0]   m_tick_qty,
    output reg          m_tick_is_buy,
    output reg          m_tick_valid
);
    localparam[1:0] S_IDLE = 0;
    localparam[1:0] S_GET_PRICE = 1;
    localparam[1:0] S_GET_QTY = 2;
    reg [2:0] counter = 3'b0;
    reg [1:0] state = S_IDLE;
    reg last_tlast;
    assign s_axis_tready = 1'b1;
    always @(posedge clk or negedge rst_n) begin
        if(!rst_n) begin
            counter[2:0] <= 3'h0;
            m_tick_price[31:0] <= 32'b0;
            m_tick_qty[31:0] <= 32'b0;
            state <= S_IDLE;
        end 
        else begin        
            if(s_axis_tvalid) begin
                    last_tlast <= s_axis_tlast;
                    case(state)
                        S_IDLE: begin
                                state <= S_GET_PRICE;
                                m_tick_valid <= 0;
                        end                   
                        S_GET_PRICE: begin
                            m_tick_price[31:0] <= s_axis_tdata[31:0];
                            state <= S_GET_QTY;
                        end
                        S_GET_QTY: begin
                            if(s_axis_tdata[15:8] == 8'h42) begin
                                  m_tick_is_buy <= 1;
                                  m_tick_valid <= 1;
                                end
                             else begin
                                m_tick_is_buy <= 0;
                                m_tick_valid <= 1;
                            end                                
                            m_tick_qty[7:0] <= s_axis_tdata[7:0];
                            m_tick_valid <= 1;
                            state <= S_IDLE;
                        end
                    endcase
             end
        end
    end
endmodule
`timescale 1ns / 1ps
module trading_pipeline_top (
    input wire          clk,
    input wire          rst_n,
    input wire [31:0]   eth_axis_tdata,
    input wire          eth_axis_tvalid,
    input wire          eth_axis_tlast,
    output wire         eth_axis_tready,
    output wire [31:0]  best_bid,
    output wire [31:0]  best_ask,
    output wire         bbo_updated,
    output wire [31:0]  debug_tick_price,
    output wire [31:0]  debug_tick_qty,
    output wire         debug_tick_is_buy,
    output wire         debug_tick_valid
);
    wire [31:0] udp_to_parser_tdata;
    wire        udp_to_parser_tvalid;
    wire        udp_to_parser_tlast;
    wire        udp_to_parser_tready;
    wire [31:0] parser_to_shim_tdata;
    wire        parser_to_shim_tvalid;
    wire        parser_to_shim_tlast;
    wire        parser_to_shim_tready;
    wire        parser_to_shim_tuser;
    wire [31:0] shim_tick_price;
    wire [31:0] shim_tick_qty;
    wire        shim_tick_is_buy;
    wire        shim_tick_valid;
    assign debug_tick_price = shim_tick_price;
    assign debug_tick_qty = shim_tick_qty;
    assign debug_tick_is_buy = shim_tick_is_buy;
    assign debug_tick_valid = shim_tick_valid;
    udp_filter udp_filter_inst (
        .clk(clk),
        .rst_n(rst_n),
        .s_axis_tdata(eth_axis_tdata),
        .s_axis_tvalid(eth_axis_tvalid),
        .s_axis_tlast(eth_axis_tlast),
        .s_axis_tready(eth_axis_tready),
        .m_axis_tdata(udp_to_parser_tdata),
        .m_axis_tvalid(udp_to_parser_tvalid),
        .m_axis_tlast(udp_to_parser_tlast),
        .m_axis_tready(udp_to_parser_tready)
    );
    packet_parser packet_parser_inst (
        .clk(clk),
        .rst_n(rst_n),
        .s_axis_tdata(udp_to_parser_tdata),
        .s_axis_tvalid(udp_to_parser_tvalid),
        .s_axis_tready(udp_to_parser_tready),
        .m_axis_tdata(parser_to_shim_tdata),
        .m_axis_tvalid(parser_to_shim_tvalid),
        .m_axis_tlast(parser_to_shim_tlast),
        .m_axis_tready(parser_to_shim_tready),
        .m_axis_tuser(parser_to_shim_tuser)
    );
    parser_shim parser_shim_inst (
        .clk(clk),
        .rst_n(rst_n),
        .s_axis_tdata(parser_to_shim_tdata),
        .s_axis_tvalid(parser_to_shim_tvalid),
        .s_axis_tlast(parser_to_shim_tlast),
        .s_axis_tready(parser_to_shim_tready),
        .m_tick_price(shim_tick_price),
        .m_tick_qty(shim_tick_qty),
        .m_tick_is_buy(shim_tick_is_buy),
        .m_tick_valid(shim_tick_valid)
    );
    book_builder book_builder_inst (
        .clk(clk),
        .rst_n(rst_n),
        .s_tick_price(shim_tick_price),
        .s_tick_qty(shim_tick_qty),
        .s_tick_is_buy(shim_tick_is_buy),
        .s_tick_valid(shim_tick_valid),
        .best_bid(best_bid),
        .best_ask(best_ask),
        .bbo_updated(bbo_updated)
    );
endmodule
module udp_filter #(
    parameter TARGET_PORT = 16'h04D2  
)(
    input  wire        clk,
    input  wire        rst_n,
    input  wire [31:0] s_axis_tdata,
    input  wire        s_axis_tvalid,
    input  wire        s_axis_tlast,
    output wire        s_axis_tready,
    output reg  [31:0] m_axis_tdata,
    output reg         m_axis_tvalid,
    output reg         m_axis_tlast,
    input  wire        m_axis_tready
);
    localparam WRD_ETH_TYPE = 3; 
    localparam WRD_IP_PROTO = 5; 
    localparam WRD_UDP_DEST = 9; 
    localparam WRD_PAYLOAD  = 10; 
    reg [15:0] word_cnt;  
    reg        packet_drop;
    assign s_axis_tready = (word_cnt < WRD_PAYLOAD) || packet_drop ? 1'b1 : m_axis_tready;
    always @(posedge clk or negedge rst_n) begin
        if (!rst_n) begin
            word_cnt      <= 0;
            packet_drop   <= 0;
            m_axis_tvalid <= 0;
            m_axis_tdata  <= 0;
            m_axis_tlast  <= 0;
        end else begin
            m_axis_tvalid <= 0;
            m_axis_tlast  <= 0;
            if (s_axis_tvalid && s_axis_tready) begin
                if (s_axis_tlast) begin
                    word_cnt    <= 0;
                    packet_drop <= 0;
                end else begin
                    word_cnt    <= word_cnt + 1;
                end
                if (!packet_drop && word_cnt < WRD_PAYLOAD) begin
                    case (word_cnt)
                        WRD_ETH_TYPE: begin
                            if (s_axis_tdata[7:0]  != 8'h08) packet_drop <= 1;
                            if (s_axis_tdata[15:8] != 8'h00) packet_drop <= 1;
                        end
                        WRD_IP_PROTO: begin
                            if (s_axis_tdata[31:24] != 8'h11) packet_drop <= 1;
                        end
                        WRD_UDP_DEST: begin
                            if (s_axis_tdata[7:0]  != TARGET_PORT[15:8]) packet_drop <= 1;
                            if (s_axis_tdata[15:8] != TARGET_PORT[7:0])  packet_drop <= 1;
                        end
                    endcase
                end
                if (word_cnt >= WRD_PAYLOAD && !packet_drop) begin
                    m_axis_tdata  <= s_axis_tdata;
                    m_axis_tvalid <= 1;
                    m_axis_tlast  <= s_axis_tlast;
                end
            end
        end
    end
endmodule
[run.sh]
#!/bin/bash
# OpenROAD 26Q1-2900-gdf79404cd8, Yosys 0.63+post, stock flow scripts
make -C /OpenROAD-flow-scripts/flow DESIGN_CONFIG=/design/flow/config.mk WORK_HOME=/design/flow/orfs finish
[config.mk]
export PLATFORM = sky130hd
export DESIGN_NAME = trading_pipeline_top
export DESIGN_NICKNAME = trading_pipeline_top
export VERILOG_FILES = /design/flow/design.v
export SDC_FILE = /design/flow/constraint.sdc
export NUM_CORES = 4
export LEC_CHECK = 1
export CORE_UTILIZATION = 30
[constraint.sdc]
current_design trading_pipeline_top

set clk_period 8.3
set clk_io_pct 0.2

create_clock -name clk0 -period $clk_period [get_ports {clk}]

set non_clock_inputs [all_inputs -no_clocks]
set_input_delay [expr $clk_period * $clk_io_pct] -clock clk0 $non_clock_inputs
set_output_delay [expr $clk_period * $clk_io_pct] -clock clk0 [all_outputs]
==> run_results.csv <==
group,metric,value,unit
place,dpl_cell_area,0.0119,mm^2
grt,grt_pass1_wl,36.3,mm
worst_setup_path,worstSetupPathType,"reg2out",
synth,synth.most_common_cell,"dfrtp_1",
sta,fin_crit,4.00,ns
sta,hold_viol,0,
clock_network,cts_sinks,203,
drt,via_per_inst,4.62,
power,p_comb_frac,0.037,
synth,synth_area,0.0101,mm^2
drt,routed_wl,22.6,mm
worst_setup_path,crit_slowest_cell,"clkdlybuf4s50_1",
synth,yosysChipArea,0.0101,mm^2
worst_setup_path,regToRegEndpoint,"book_builder_inst.best_ask[20]",
clock_network,clkTransAtPathRegs,0.06,ns
worst_setup_path,critPathMaxFanout,7,
synth,synth_flops,203,
synth,yosys-top-cells-count,"dfrtp_1 (168), mux2_2 (134), inv_1 (77), ha_1 (73), nand2_1 (57)",
sta,final-setup-viol-count,0,
drt,drc,0,
power,power_switching,0.000476,W
worst_setup_path,required,6.64,ns
grt,globalRoute.totalOverflow,0,
worst_setup_path,cp-startpoint,"udp_filter_inst.word_cnt[7]",
sta,max-slew-margin-rel,0.405,
die,dieWidth,186,um
clock_network,htreeDepth,1,
place,gp_congestion,0.864,
worst_setup_path,ff2ff_setup_slack,5.06,ns
flow_run,maxCapViolations,0,
sta,max_freq,0.250,GHz
power,pwr-share-clk,0.491,
synth,async_reset_ff_frac,0.990,
synth,ys_types,54,
power,p_sw_frac,0.215,
die,fp_util,0.308,
grt,grt_pass1_vias,6605,
synth,edf_count,2,
synth,synth_area_per_cell,11.8,um^2
finish,stdcell_area,0.0128,mm^2
worst_setup_path,critPathArrivalTime,2.34,ns
drt,final_antenna_net_count,0,
clock_network,insertion_delay,0.51,ns
clock_network,cts_tree,"done",
synth,largest_area_cell,"dfrtp_1",
clock_network,numCtsBuffers,25,
place,io_buffers,143,
drt,first_iter_violations,269,
drt,vias,6788,
clock_network,postCtsSetupBuffers,0,
sta,drv_slew,0,
die,dieArea,0.0345,mm^2
sta,finalCritPeriodShare,0.481,
worst_hold_path,worstHoldStart,"udp_filter_inst.m_axis_tdata[14]",
flow_run,warning_count,32,
die,num_rows,66,
place,post-dp-hpwl,16.9,mm
finish,drive_above_1_share,0.221,
sta,rsz0062_at_grt,"false",
worst_setup_path,path_buffers,1,
worst_setup_path,crit_cells,4,
worst_setup_path,crit_path_end_kind,"primary output",
clock_network,cts_root_buf,"clkbuf_16",
power,internal-power,0.00174,W
worst_setup_path,endpoint,"eth_axis_tready",
sta,tightestPinTransition,0.893,ns
synth,ys_cells,860,
die,io_pins,168,
clock_network,clock_path_buffers,3,
drt,dr.pass1.iters,4,
die,core_area,0.0329,mm^2
synth,yosysSeqAreaShare,0.507,
drt,diodes,0,
power,ir_drop,0.142,mV
grt,grt_antenna_before_repair,2,
worst_hold_path,min_path_type,"reg2reg",
synth,syn_inst,860,
sta,fin_skew,0.0159,ns
worst_setup_path,path_cells,"nor4_1 -> and4_2 -> or3_1 -> clkdlybuf4s50_1",
grt,grt_use_total,0.138,
power,pwr-share-seq,0.472,
sta,fin_setup_tns,0,ns
clock_network,hold_buffers,0,
die,die.size.y,186,um
clock_network,cts_resized,0,
power,p_leak,5.77,nW
worst_setup_path,crit_family,"simple AND/OR/NAND/NOR gates",
worst_setup_path,worstSetupStartpointType,"flip-flop",
outcome,outcome,"finished, final reports clean",
synth,flop_cell,"dfrtp_1",
drt,avgRoutedWirePerCell,15.4,um
worst_setup_path,reg2reg_depth,8,
grt,grt_max_degree,59,
synth,synth_warnings,5,
synth,top_area_frac,0.415,
power,power_density,173,mW/mm^2
synth,synthTopCellsByArea,"dfrtp_1 (42%), mux2_2 (15%), ha_1 (9.0%)",
worst_setup_path,cpPeakStageDelay,0.46,ns
worst_setup_path,rr_startpoint,"book_builder_inst.best_ask[1]",
finish,area_growth,26.3,%
## per-stage QoR
| step | hold slack (ns) | worst slack (ns) | utilization | instances | total power (W) |
|---|---|---|---|---|---|
| final | 0.490 | 4.30 | 0.389 | 1470 | 0.00221 |
| after global routing | 0.514 | 4.21 | 0.389 | 1470 | 0.00230 |
| after CTS | 0.492 | 4.27 | 0.389 | 1470 | 0.00224 |
| after floorplan | 0.454 | 5.44 | - | 883 | 0.00110 |
| after global placement | 0.481 | 4.20 | 0.364 | 1424 | 0.00115 |
| after detailed placement | 0.479 | 4.19 | 0.364 | 1424 | 0.00115 |
## worst reg2reg max path: cells and delay by family, from the launching register on
kind,cells,cell delay [ns]
compound gates,4,1.44
mux,1,0.40
buf+inv,2,0.50
fa+ha+maj,1,0.28
flops,1,0.54
## how the worst min path moves through the flow
stage	to	slack (ns)	depth (start not counted)
global route	packet_parser_inst.m_axis_tdata[14]	0.51	1
finish	packet_parser_inst.m_axis_tdata[14]	0.49	1
CTS	packet_parser_inst.m_axis_tdata[14]	0.49	1
## power by group through the flow
stage	combinational [W]	clock, W	sequential [W]
after CTS	0.0000845	0.00112	0.00104
after global routing	0.0000932	0.00116	0.00105
final	0.0000818	0.00109	0.00104
## cell families (layout without fill, tap and decap cells)
group                    after synthesis  in the layout  synth area share
XOR/XNOR                              11             11           0.00951
AND-OR/OR-AND                        121            121            0.0841
multiplexers                         143            143             0.158
AND/OR/NAND/NOR                      178            178            0.0896
buffers and inverters                129            274            0.0608
flip-flops                           203            203             0.507
other                                  2             25          0.000742
adder cells (fa/ha/maj)               73             73            0.0902
## per-layer routing
layer,up-vias,share of wire,track usage
li1,3360,-,-
met1,3266,0.49,0.218
met2,137,0.44,0.202
met3,21,0.060,0.0321
met4,4,0.0095,0.0141
met5,-,0.0012,0
## flip-flops by register name, indices dropped and copies added (netlist names)
name                              cells
book_builder_inst.best_ask           32
book_builder_inst.bbo_updated         1
book_builder_inst.best_bid           32
packet_parser_inst.length             8
packet_parser_inst.m_axis_tvalid      1
packet_parser_inst.m_axis_tdata      32
packet_parser_inst.state              3
parser_shim_inst.m_tick_qty           8
parser_shim_inst.m_tick_is_buy        1
parser_shim_inst.state                2
packet_parser_inst.s_axis_tready      1
udp_filter_inst.word_cnt             16
udp_filter_inst.packet_drop           1
udp_filter_inst.m_axis_tdata         32
parser_shim_inst.m_tick_valid         1
parser_shim_inst.m_tick_price        32
## layout make-up
cell class	count	area [um^2]
Fill cell	3144	20100
Multi-Input combinational cell	551	4480
Tap cell	442	553
Timing Repair Buffer	151	1500
Sequential cell	203	5130
Inverter	77	289
Clock inverter	10	108
Clock buffer	36	737
## cells in the final DEF, fill, tap and decap left out, types with 27 or more instances in the layout
cell type,instances
a21oi_1,33
a22o_1,27
clkdlybuf4s50_1,142
dfrtp_1,168
dfstp_2,33
ha_1,73
inv_1,77
mux2_2,134
nand2_1,57
nor2_1,28
o21ai_0,31
Power figures rest on the tool's default switching activity, not on a simulated workload.
