### flow/config.mk
export PLATFORM = sky130hd
export DESIGN_NAME = fifomem
export DESIGN_NICKNAME = fifomem
export VERILOG_FILES = /design/flow/design.v
export SDC_FILE = /design/flow/constraint.sdc
export NUM_CORES = 4
export LEC_CHECK = 1
export CORE_UTILIZATION = 50
### flow/run.sh
#!/bin/bash
# OpenROAD 26Q1-2900-gdf79404cd8, Yosys 0.63+post, stock flow scripts
make -C /OpenROAD-flow-scripts/flow DESIGN_CONFIG=/design/flow/config.mk WORK_HOME=/design/flow/orfs finish
### flow/design.v
module fifomem #(
    parameter ADDRSIZE = 4,
    parameter DATASIZE = 8
)
(
    input [DATASIZE-1:0] wdata,
    input [ADDRSIZE-1:0] waddr,
    input clk,
    input wen, 
    input [ADDRSIZE-1:0] raddr,
    output reg [DATASIZE-1:0] rdata
);
localparam DEPTH = 1 << ADDRSIZE;   
reg [DATASIZE-1:0] ram [0:DEPTH-1];
always @(posedge clk) begin
    if (wen) begin
        ram[waddr] <= wdata;
    end
end
always @(posedge clk) begin
        rdata <= ram[raddr];
end
endmodule
### flow/constraint.sdc
current_design fifomem

set clk_period 3.6
set clk_io_pct 0.2

create_clock -name clk0 -period $clk_period [get_ports {clk}]

set non_clock_inputs [all_inputs -no_clocks]
set_input_delay [expr $clk_period * $clk_io_pct] -clock clk0 $non_clock_inputs
set_output_delay [expr $clk_period * $clk_io_pct] -clock clk0 [all_outputs]
==> qor.txt <==
clock transition at the registers of the reported paths: 0.06 ns
TritonCTS clock tree: yes
Int Pwr: 2.98 mW
switching power summed over all nets: 0.728 mW
insertion delay at the late pin of the worst-skew pair: 0.52 ns
list of most frequent post-synthesis cells: edfxtp_1, mux4_2, a22oi_1, mux4_1, nor2_1
first-pass iteration count of the detailed router: 4
overall fraction of global-route tracks in use: 0.216
number of antenna violations at the first check in global routing: 0
final core occ: 0.626
pin count of the biggest net entering global routing: 33
global-route wire length before repair: 14.2 mm
area of the mapped netlist: 5150 µm²
via count: 2379
Registers, synthesis: 136
Setup CP Type: primary input to flip-flop
Clock Root Buffer: clkbuf_8
synthesized-area fraction occupied by ao, oa, aoi and oai cells: 0.0233
number of design rule violations left after detail routing: 0
Die Span Y: 103 µm
count of library flops with an enable pin: 128
chip area estimate from yosys synthesis: 5150 µm²
Dominant Register Cell: edfxtp_1
Post-synth ARST share: 0
slew at the pin closest to its max-slew limit: 0.909 ns
HP Class: flip-flop to flip-flop
filler cell count in the final layout: 668
share of the clock period used by the worst path: 0.596
biggest area contributors in the synthesized netlist: edfxtp_1, mux4_2, mux4_1, dfxtp_1, a22oi_1
number of hold buffers added after CTS: 0
portion of synthesized cell area occupied by the leading cell type: 0.747
row count: 36
Synth area leader: edfxtp_1
maximum clock rate: 466 MHz
Inst Count DP: 387
count of different cell masters after synthesis: 19
Synth Area in XOR/XNOR: 0
pwr dens: 601 nW/µm²
simple-gate share of the synthesized area: 0.0318
# resized after CTS: 0
Synth Area in Adders: 0
Num Clock Sinks: 136
cell total in the yosys stat output: 229
required time of the worst setup path: 3.75 ns
leading cell type by number of instances after synthesis: edfxtp_1
max capacitance violation total: 0
instance tally after logic synthesis: 229
layout cell share with drive strength beyond 1: 0.213
proportion of synthesized chip area in sequential cells: 0.778
hpwl dp: 5.86 mm
IR Drop Worst-Case VDD: 0.000282 V
critical path startpoint: wen
run status: finished, final reports clean
multiplexer area fraction after synthesis: 0.150
tally of nets with antenna violations remaining after routing: 0
largest driver fanout on the critical path: 8
effective utilization at floorplan: 0.522
Setup crit start kind: primary input
main logic family after synthesis: multiplexers
leakage power: 2.04 nW
sort of element at the end of the critical path: flip-flop
stage-log warning count: 25
via count of the first global-routing pass: 2532
H-tree levels: 4
total gr overflow: 0
number of buffers inserted to repair setup after CTS: 0
die width: 103 µm
final setup fails: 0
mean instance size in the synthesized netlist: 22.5 µm²
area added between synthesis and finish: 20.0%
Min Clock Period, post-route: 2.15 ns
WL per Instance: 22.5 µm
fraction of power consumed by sequential logic: 0.480
worst min-delay path startpoint: ram[15][7]
Core Footprint: 9860 µm²
Worst Skew: 0.00799 ns
origin of the critical flop-to-flop path: ram[1][5]
setup repair after global routing missed its margin: no
overall routed net length: 9.43 mm
number of DRC markers after the initial detailed-route iteration: 87
relative contribution of the clock network to total power: 0.474
maximum clock path buffer count: 2
number of vias per cell: 5.68
switching share of power: 0.196
total clock buffers created by CTS: 17
total of warnings raised by yosys: 1
Max-slew headroom: 0.392
area of the chip: 10700 µm²
logic gate share of total power: 0.046
Design Power: 3.71 mW
I/O pin count: 26
count of input and output buffers: 25
critical path arrival: 2.29 ns
non-filler cells in the finished layout: 419
final-report max-slew violation count: 0
sum of negative setup slack: 0 ns
final hold violations: 0
total antenna diodes in the routed design: 0
RePlAce Congestion: 0.762
## metrics by stage
| step | setup slack [ns] | area, µm² | hold slack [ns] |
|---|---|---|---|
| after floorplan | 1.39 | 5150 | 0.629 |
| after global placement | 0.967 | 5560 | 0.651 |
| after detailed placement | 0.924 | 5560 | 0.661 |
| after CTS | 1.47 | 6180 | 0.678 |
| after global routing | 1.38 | 6180 | 0.706 |
| final | 1.45 | 6180 | 0.665 |
## kinds of logic (layout without fill, tap and decap cells)
| logic type | count (synthesis) | in the layout |
|---|---|---|
| DFF | 136 | 136 |
| and+or+nand+nor | 35 | 35 |
| muxes | 32 | 32 |
| AOI/OAI and AO/OA | 16 | 16 |
| buffers and inverters | 10 | 67 |
## per-layer routing
metal / routed length, µm / GRT usage / up-vias
li1: - / - / 1066
met1: 3810 / 0.342 / 1189
met2: 4330 / 0.299 / 115
met3: 1190 / 0.139 / 9
met4: 110 / 0.0282 / 0
met5: 0 / 0.00962 / -
## critical path, cell delays in order
cell and delay [ns]:
clkdlybuf4s50_1 0.51, or3b_2 0.50, nor2_1 0.56
## path summary, 6_finish.rpt
kind                             endpoint  cells after the start  slack, ns
worst max-delay path            ram[3][1]                      3       1.45
worst min register to register   rdata[7]                      3       0.67
worst max register to register   rdata[5]                      3       2.17
worst min-delay path             rdata[7]                      3       0.67
## cell usage in the layout (no fill, tap or decap), drive strengths merged, types with 4 or more instances in the layout
master         count
edfxtp           128
mux4              32
clkdlybuf4s50     24
clkbuf            17
a22oi             16
nor2              13
buf               11
nand2              9
dfxtp              8
clkinv             7
nor3               4
bufinv             4
## sequential cells by signal, summed over array words and instances (netlist names)
register and flops:
ram 128, rdata 8
## final cells by class
| type | count | area [µm²] | area share |
|---|---|---|---|
| Multi-Input combinational cell | 83 | 1060 | 0.171 |
| Timing Repair Buffer | 35 | 333 | 0.0539 |
| Sequential cell | 136 | 4000 | 0.648 |
| Clock inverter | 15 | 201 | 0.0326 |
| Clock buffer | 17 | 414 | 0.0671 |
| Tap cell | 133 | 166 | 0.0269 |
## power groups by stage
stage	Combinational, mW	Sequential [mW]	Clock [mW]
6_report	0.172	1.78	1.76
5_1_grt	0.190	1.78	1.85
4_1_cts	0.176	1.78	1.79
Power figures rest on the tool's default switching activity, not on a simulated workload.
